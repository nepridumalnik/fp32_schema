==> design.v <==
typedef logic [31:0] Float32;
module fp32_mul (
    input  logic   clk,
    input  Float32 a,
    input  Float32 b,
    output Float32 result
);
  logic [7:0] exp_a, exp_b;
  logic [22:0] frac_a, frac_b;
  logic [23:0] mant_a, mant_b;
  logic [47:0] mant_res;
  logic [9:0] exp_sum;
  logic [7:0] exp_res;
  logic [31:0] res_next;
  logic is_zero_a;
  logic is_zero_b;
  logic is_inf_a;
  logic is_inf_b;
  logic is_nan_a;
  logic is_nan_b;
  always_comb begin
    exp_a    = a[30:23];
    exp_b    = b[30:23];
    frac_a   = a[22:0];
    frac_b   = b[22:0];
    is_zero_a = (exp_a == 8'd0) && (frac_a == 23'd0);
    is_zero_b = (exp_b == 8'd0) && (frac_b == 23'd0);
    is_inf_a  = (exp_a == 8'hFF) && (frac_a == 23'd0);
    is_inf_b  = (exp_b == 8'hFF) && (frac_b == 23'd0);
    is_nan_a  = (exp_a == 8'hFF) && (frac_a != 23'd0);
    is_nan_b  = (exp_b == 8'hFF) && (frac_b != 23'd0);
  end
  always_comb begin
    if (is_nan_a || is_nan_b) res_next = 32'h7FC00000;
    else if ((is_inf_a && is_zero_b) || (is_inf_b && is_zero_a)) res_next = 32'h7FC00000;
    else if (is_inf_a || is_inf_b) res_next = 32'h7F800000;
    else if (is_zero_a || is_zero_b) res_next = 32'h00000000;
    else begin
      mant_a   = {1'b1, frac_a};
      mant_b   = {1'b1, frac_b};
      mant_res = (mant_a * mant_b);
      exp_sum  = (exp_a + exp_b - 127);
      if (mant_res[47]) begin
        mant_res = mant_res >> 1;
        exp_sum  = exp_sum + 1;
      end
      if (exp_sum >= 255) res_next = 32'h7F800000;
      else if (exp_sum <= 0) res_next = 32'h00000000;
      else begin
        exp_res  = exp_sum[7:0];
        res_next = {1'b0, exp_res, mant_res[46:24]};
      end
    end
  end
  always_ff @(posedge clk) begin
    result <= res_next;
  end
endmodule
==> run.sh <==
#!/bin/bash
# OpenROAD 26Q1-2900-gdf79404cd8, Yosys 0.63+post, stock flow scripts
make -C /OpenROAD-flow-scripts/flow DESIGN_CONFIG=/design/flow/config.mk WORK_HOME=/design/flow/orfs finish
==> config.mk <==
export PLATFORM = sky130hd
export DESIGN_NAME = fp32_mul
export DESIGN_NICKNAME = fp32_mul
export VERILOG_FILES = /design/flow/design.v
export SDC_FILE = /design/flow/constraint.sdc
export NUM_CORES = 4
export LEC_CHECK = 1
export CORE_UTILIZATION = 30
export SYNTH_HDL_FRONTEND = slang
==> constraint.sdc <==
current_design fp32_mul

set clk_period 18.0
set clk_io_pct 0.2

create_clock -name clk0 -period $clk_period [get_ports {clk}]

set non_clock_inputs [all_inputs -no_clocks]
set_input_delay [expr $clk_period * $clk_io_pct] -clock clk0 $non_clock_inputs
set_output_delay [expr $clk_period * $clk_io_pct] -clock clk0 [all_outputs]
==> flow_metrics.rpt <==
PHYSICAL IMPLEMENTATION REPORT
----------------------------------------------------
[Logic synthesis]
  Number of warning messages in the yosys log ........................ 0
  Total cell area reported by yosys after synthesis ........................ 20200 um^2
  Main flop type ........................ sky130_fd_sc_hd__dfxtp_1
  Count of library flops with an enable pin ........................ 0
  Netlist cell types ........................ 63
  Adder and majority cell fraction of the synthesized area ........................ 0.593
  Xor and xnor fraction of the mapped netlist area ........................ 0.0164
  Post-synth seq share ........................ 0.0308
  FFs w/ async S/R, synth ........................ 0
  Yosys Instances ........................ 2301
  Main logic family ........................ adder cells
  Leading cell type by number of instances after synthesis ........................ sky130_fd_sc_hd__inv_1
  Compound-cell area share of the yosys netlist ........................ 0.0530
  Share of the synthesized area in the top cell type ........................ 0.479
  Cell type with the highest aggregate area in the netlist ........................ sky130_fd_sc_hd__fa_1
  Main area contributors ........................ sky130_fd_sc_hd__fa_1 (48%), sky130_fd_sc_hd__ha_1 (11%), sky130_fd_sc_hd__inv_1 (11%)
  Post-synth design cell area ........................ 20200 um^2
  Post-Synth Simple-Gate Area ........................ 0.170
  Most frequent cells after synthesis ........................ sky130_fd_sc_hd__inv_1 (580), sky130_fd_sc_hd__fa_1 (482), sky130_fd_sc_hd__nand2_1 (328)
  Mux cell area share after synthesis ........................ 0.00645
  Synthesized netlist cell count ........................ 2301
  Post-Synthesis Mean Instance Area ........................ 8.76 um^2
  Register bit count reported by yosys ........................ 31

[Timing]
  Final TNS setup ........................ 0 ps
  Worst hold slack across all endpoints ........................ 4250 ps
  Slew at the pin closest to its max-slew limit ........................ 792 ps
  Highest Clock Rate ........................ 0.0801 GHz
  Total of endpoints with negative setup slack in the final report ........................ 0
  RSZ-0062 raised after global routing ........................ false
  Crit share post-route ........................ 0.694
  Relative slew slack ........................ 0.470
  Slew Limit Fails ........................ 0
  Count of endpoints failing hold in the final timing report ........................ 0
  Final critical path time including I/O delays and setup ........................ 12490 ps

[Die]
  Vertical extent of the die ........................ 261 um
  Count of boundary I/O pins ........................ 97
  FP Core Util ........................ 0.305
  Horizontal extent of the die ........................ 261 um
  Core Footprint ........................ 66100 um^2
  Rows ........................ 94
  Chip Area ........................ 68300 um^2

[Global route]
  Leftover overflow at the end of global routing ........................ 0
  Antenna violations before repair ........................ 3
  Pin count of the biggest net entering global routing ........................ 42
  Via count of the first global-routing pass ........................ 16200
  Global-route wire length before repair ........................ 88800 um
  GR Util All Layers ........................ 0.178

[Routing]
  Via count normalized by instance count ........................ 4.72
  First DRT Iteration DRCs ........................ 655
  DRC errors left ........................ 0
  First-pass detailed-route iteration total ........................ 7
  Routed WL per cell ........................ 17.0 um
  Residual antenna-violating net count after detailed routing ........................ 0
  Diodes inserted ........................ 0
  Routed wire length ........................ 54500 um
  Via Count ........................ 15200

[Clocking]
  Clk pin slew, worst setup/hold paths ........................ 50 ps
  Clk Tree Root Cell ........................ sky130_fd_sc_hd__clkbuf_16
  Number of CTS-inserted buffers ........................ 5
  Post-CTS setup-driven buffer insertion count ........................ 0
  # H-tree levels ........................ 2
  Max clock buf depth ........................ 2
  Sink Count ........................ 31
  Clock tree from TritonCTS ........................ done
  Number of cells upsized or downsized after cts ........................ 0
  Cts hold-fix bufs ........................ 0

[Final layout]
  Largest register by flop count ........................ result
  Top Registers ........................ result (31)
  Fraction of layout instances using a drive strength above 1 ........................ 0.0285
  Final Cell Area ........................ 22300 um^2
  Number of fill cells in the layout ........................ 6880
  Number of flip-flops in the largest register ........................ 31
  P&R area growth vs syn ........................ 10.7%

[Placed design]
  # port buffers ........................ 93
  Final Wtd Congestion ........................ 0.920
  Cell Area, Placed ........................ 22200 um^2
  HPWL after DPL ........................ 41700 um

[Worst hold path]
  Start point of the worst hold path ........................ b[30]
  Depth of the worst hold-timing path ........................ 5
  WHS Endpoint ........................ result[22]$_SDFF_PP1_
  Class of the tightest hold or removal check ........................ in -> reg

[Worst setup path]
  Kind of critical path ........................ in -> reg
  Endpoint kind of the worst setup timing path ........................ flip-flop
  Worst Path Required ........................ 18150 ps
  Signal arrival time at the worst endpoint ........................ 12640 ps
  Max FO, Critical Path ........................ 41
  Cell with the largest stage delay on the worst path ........................ sky130_fd_sc_hd__or4_1
  Crit path largest cell delay ........................ 620 ps
  Crit start category ........................ input pin
  Critical Path Most Common Cell ........................ sky130_fd_sc_hd__fa_1

[Outcome]
  Status ........................ finished clean

[Run]
  Max-capacitance violation count ........................ 0
  Total number of warnings across the stage logs ........................ 28

----------------------------------------------------
==> layer usage <==
| metal | share of wire | wire, um | up-vias | track usage |
|---|---|---|---|---|
| li1 | - | - | 6887 | - |
| met1 | 0.40 | 21900 | 7552 | 0.239 |
| met5 | 0.00092 | 50 | - | 0.00486 |
| met4 | 0.023 | 1260 | 2 | 0.0331 |
| met2 | 0.46 | 25300 | 627 | 0.278 |
| met3 | 0.11 | 6010 | 84 | 0.0730 |
==> cells in the final DEF (no fill, tap or decap), types with 20 or more instances in the layout <==
cell type                         instances
sky130_fd_sc_hd__a21oi_1                 38
sky130_fd_sc_hd__and2_1                 215
sky130_fd_sc_hd__buf_4                   50
sky130_fd_sc_hd__clkdlybuf4s50_1         93
sky130_fd_sc_hd__dfxtp_1                 31
sky130_fd_sc_hd__fa_1                   482
sky130_fd_sc_hd__ha_1                   185
sky130_fd_sc_hd__inv_1                  580
sky130_fd_sc_hd__nand2_1                328
sky130_fd_sc_hd__nor2_1                  64
sky130_fd_sc_hd__nor3_1                  27
sky130_fd_sc_hd__nor4_1                  20
sky130_fd_sc_hd__o21ai_0                 28
sky130_fd_sc_hd__xnor2_1                 23
==> metrics by stage <==
stage	std cells	util	setup WS (ps)
2_1_floorplan	2301	-	7200
3_3_place_gp	3203	0.335	5180
3_5_place_dp	3203	0.335	5230
4_1_cts	3211	0.338	5480
5_1_grt	3211	0.338	5100
6_report	3211	0.338	5510
==> logic make-up after synthesis <==
kind of cell               after synthesis
adders and majority gates              667
and+or+nand+nor                        712
muxes                                   13
AOI/OAI and AO/OA                      152
buffers and inverters                  688
DFF                                     31
other                                    1
xor gates and xnor gates                37
==> worst max-delay path by stage <==
stage     depth (start not counted)                   end  startpoint
5_1_grt                          30  result[6]$_SDFF_PP0_        b[8]
4_1_cts                          30  result[6]$_SDFF_PP0_        b[8]
6_report                         30  result[6]$_SDFF_PP0_        b[8]
==> critical path, delay by kind of cell <==
| family | cells | cell delay, ps |
|---|---|---|
| simple gates | 4 | 1400 |
| fa+ha+maj | 8 | 3750 |
| xor+xnor | 1 | 180 |
| compound gates | 6 | 1560 |
| buf+inv | 11 | 2080 |
==> final cells by class <==
type,instances,area [um^2],share of cell area
clock buffers,5,125,0.00561
clock inverters,3,43.8,0.00196
inverters,583,2190,0.0980
multi-input cells,1582,17000,0.760
flip-flops and latches,31,621,0.0278
well taps,864,1080,0.0484
repair buffers,143,1310,0.0585
